**flow/run.sh**
```bash
#!/bin/bash
# OpenROAD 26Q1-2900-gdf79404cd8, Yosys 0.63+post, stock flow scripts
make -C /OpenROAD-flow-scripts/flow DESIGN_CONFIG=/design/flow/config.mk WORK_HOME=/design/flow/orfs finish
```
**flow/config.mk**
```make
export PLATFORM = sky130hd
export DESIGN_NAME = Top_Task3
export DESIGN_NICKNAME = Top_Task3
export VERILOG_FILES = /design/flow/design.v
export SDC_FILE = /design/flow/constraint.sdc
export NUM_CORES = 4
export LEC_CHECK = 1
export CORE_UTILIZATION = 40
```
**flow/constraint.sdc**
```tcl
current_design Top_Task3

set clk_period 1.0
set clk_io_pct 0.2

create_clock -name clk0 -period $clk_period [get_ports {clk}]

set non_clock_inputs [all_inputs -no_clocks]
set_input_delay [expr $clk_period * $clk_io_pct] -clock clk0 $non_clock_inputs
set_output_delay [expr $clk_period * $clk_io_pct] -clock clk0 [all_outputs]
```
**flow/design.v**
```verilog
`timescale 1ns / 1ps
module Bin2Gray(
    input logic [4:0] bin_in,
    output logic [4:0] gray_out
    );
    assign gray_out[4] = bin_in[4];
    assign gray_out[3] = bin_in[4] ^ bin_in[3];
    assign gray_out[2] = bin_in[3] ^ bin_in[2];
    assign gray_out[1] = bin_in[2] ^ bin_in[1];
    assign gray_out[0] = bin_in[1] ^ bin_in[0];
endmodule
`timescale 1ns / 1ps
module Clk_Div25(
    input logic clk_in100, reset,
    output logic clk_out25
    );
    logic [1:0] counter;
    logic clk_reg;
    always_ff @(posedge clk_in100 or posedge reset) begin
        if (reset) begin
            counter <= 0;
            clk_reg <= 0;
        end else begin
            if (counter == 1) begin
                clk_reg <= ~clk_reg;
                counter <= 0;
            end else counter <= counter + 1;
        end
    end
    assign clk_out25 = clk_reg;
endmodule
`timescale 1ns / 1ps
module Clk_Div33(
    input logic clk_in100, reset,
    output logic clk_out33
    );
    logic [1:0] counter;
    always_ff @(posedge clk_in100 or posedge reset) begin
            if (reset)
                counter <= 0;
            else if (counter == 2)
                counter <= 0;
            else
                counter <= counter + 1;
        end
        assign clk_out33 = (counter == 2); 
endmodule
`timescale 1ns / 1ps
module Counter_8B(
    input logic clk, reset,
    input logic enable,
    output logic [7:0] count
    );
    always_ff @(posedge clk or posedge reset) begin
        if (reset) count <= 0;
        else if (enable) count <= count + 1;
    end
endmodule
`timescale 1ns / 1ps
module DFF_Sync(
    input logic clk30,
    input logic pulse_in,
    output logic pulse_sync    
    );
    logic ff1, ff2;
    always_ff @(posedge clk30) begin
        ff1 <= pulse_in;
        ff2 <= ff1;
    end
    assign pulse_sync = ff2;
endmodule
`timescale 1ns / 1ps
module FIFO_MEM(
    input logic wr_clk, rd_clk,
    input logic wr_en,
    input logic [3:0] wr_addr, rd_addr,
    input logic [7:0] wr_data,
    output logic [7:0] rd_data
    );
    logic [7:0] FMEM [0:15];
    assign rd_data = FMEM[rd_addr];
    always_ff @(posedge wr_clk) begin
        if (wr_en) FMEM[wr_addr] <= wr_data;
    end
endmodule
`timescale 1ns / 1ps
module R_Logic(
    input logic rd_clk, reseta_n,
    input logic rd_en,
    input logic [4:0] wr_GRY_sync,
    output logic [4:0] rd_ptr_BIN, rd_ptr_GRY, 
    output logic [3:0] rd_addr,
    output logic FF_Emp
    );
    logic [4:0] rd_ptr_BIN_nxt, rd_ptr_GRY_nxt;
    Bin2Gray G2B (
        .bin_in(rd_ptr_BIN_nxt),
        .gray_out(rd_ptr_GRY_nxt)    
    );
    always_ff @(posedge rd_clk or negedge reseta_n) begin
        if (!reseta_n) begin
            rd_ptr_BIN <= 0;
            rd_ptr_GRY <= 0;
        end else if (rd_en && !FF_Emp) begin
            rd_ptr_BIN <= rd_ptr_BIN_nxt;
            rd_ptr_GRY <= rd_ptr_GRY_nxt;
        end
    end
    assign rd_ptr_BIN_nxt = rd_ptr_BIN + 1;
    assign rd_addr = rd_ptr_BIN[3:0];
    assign FF_Emp = (rd_ptr_GRY == wr_GRY_sync);
endmodule
`timescale 1ns / 1ps
module Reset_Sync(
    input logic clk, reseta_n,
    output logic resets_p
    );
    logic [2:0] sync_ff;
    always_ff @(posedge clk or negedge reseta_n) begin
        if (!reseta_n) sync_ff <= 7;
        else sync_ff <= {sync_ff[1:0], 1'b0};
    end
    assign resets_p = sync_ff[2];
endmodule
`timescale 1ns / 1ps
module Top_Task3(
    input logic clk, reseta_n,
    input logic rd_en,
    output logic [7:0] rd_data,
    output logic FF_Full, FF_Emp
    );
    logic clk25, clk30;
    logic reset_sync_25, reset_sync_30;       
    logic rst25_sync, rst30_sync;
    logic [4:0] wr_ptr_BIN, wr_ptr_GRY;
    logic [4:0] rd_ptr_BIN, rd_ptr_GRY;
    logic [4:0] wr_ptr_GRY_sync, rd_ptr_GRY_sync;
    logic [3:0] wr_addr;
    logic [3:0] rd_addr;  
    logic [7:0] wr_data;
    logic wr_en;
    Reset_Sync R0 (
        .clk(clk),
        .reseta_n(reseta_n),
        .resets_p(reset_sync_25)
    );
    Reset_Sync R1 (
        .clk(clk),
        .reseta_n(reseta_n),
        .resets_p(reset_sync_30)
    );
    Clk_Div25 clk_25 (
        .clk_in100(clk),
        .reset(reset_sync_25), 
        .clk_out25(clk25)
    );
    Clk_Div33 clk_30 (
        .clk_in100(clk),
        .reset(reset_sync_30),
        .clk_out33(clk30)
    );
    Reset_Sync rst25 (
        .clk(clk25),
        .reseta_n(reseta_n),
        .resets_p(rst25_sync)
    );
    Reset_Sync rst30 (
        .clk(clk30),
        .reseta_n(reseta_n),
        .resets_p(rst30_sync)
    );
    Counter_8B CTR (
        .clk(clk25),
        .reset(rst25_sync),
        .enable(!FF_Full),
        .count(wr_data)
    );
    assign wr_en = !FF_Full;
    assign wr_addr = wr_ptr_BIN[3:0];
    W_Logic wr_logic (
        .wr_clk(clk25),
        .reseta_n(~rst25_sync),
        .wr_en(wr_en),
        .rd_GRY_sync(rd_ptr_GRY_sync),
        .wr_ptr_BIN(wr_ptr_BIN),
        .wr_ptr_GRY(wr_ptr_GRY),
        .FF_Full(FF_Full)
    );
    R_Logic rd_logic (
        .rd_clk(clk30),
        .reseta_n(~rst30_sync),
        .rd_en(rd_en),
        .wr_GRY_sync(wr_ptr_GRY_sync),
        .rd_ptr_BIN(rd_ptr_BIN),
        .rd_ptr_GRY(rd_ptr_GRY),
        .rd_addr(rd_addr),
        .FF_Emp(FF_Emp)
    );
    genvar i;
    generate
        for (i = 0; i < 5; i++) begin : SYNC_BLOCK
            DFF_Sync sync_rd2wr (
                .clk30(clk25),
                .pulse_in(rd_ptr_GRY[i]),
                .pulse_sync(rd_ptr_GRY_sync[i])
            );
            DFF_Sync sync_wr2rd (
                .clk30(clk30),
                .pulse_in(wr_ptr_GRY[i]),
                .pulse_sync(wr_ptr_GRY_sync[i])
            );
        end
    endgenerate
    FIFO_MEM FMEM (
        .wr_clk(clk25),
        .rd_clk(clk30),
        .wr_en(wr_en && !FF_Full),
        .wr_addr(wr_addr),
        .wr_data(wr_data),
        .rd_addr(rd_addr),
        .rd_data(rd_data)
    );
endmodule
`timescale 1ns / 1ps
module W_Logic(
    input logic wr_clk, reseta_n,
    input logic wr_en,
    input logic [4:0] rd_GRY_sync,
    output logic [4:0] wr_ptr_BIN, wr_ptr_GRY,
    output logic FF_Full
    );
    logic [4:0] wr_ptr_BIN_nxt, wr_ptr_GRY_nxt;
    Bin2Gray B2G (
        .bin_in(wr_ptr_BIN_nxt),
        .gray_out(wr_ptr_GRY_nxt)
    );
    always_ff @(posedge wr_clk or negedge reseta_n) begin
        if (!reseta_n) begin
            wr_ptr_BIN <= 0;
            wr_ptr_GRY <= 0;
        end else if (wr_en && !FF_Full) begin
            wr_ptr_BIN <= wr_ptr_BIN_nxt;
            wr_ptr_GRY <= wr_ptr_GRY_nxt;
        end
    end
    assign wr_ptr_BIN_nxt = wr_ptr_BIN + 1;
    assign FF_Full = (wr_ptr_GRY_nxt == {~rd_GRY_sync[4:3], rd_GRY_sync[2:0]});
 endmodule
```
==> results.json <==
{
  "outcome": "complete, no violations",
  "reg2reg_end": "clk_25.clk_reg$_DFFE_PP0P_",
  "dp_cells": 613,
  "port-buffer-count": 12,
  "critical_path_class": "reg2reg",
  "crit_path_top_delay_cell": "dfrtp_1",
  "design_power_total_uw": 1050,
  "placementRows": 48,
  "yosys_most_used_dff": "edfxtp_1",
  "avgSynthCellArea_um2": 18.7,
  "maxCapViolations": 0,
  "post-dp-hpwl_um": 7620,
  "dieWidth_um": 136,
  "ioPinCount": 13,
  "route.detailed.wl_per_inst_um": 19.5,
  "flow.area_growth_from_synthesis_pct": 6.21,
  "unclocked_regs": 180,
  "finish.instance_area_mm2": 0.00766,
  "die-area_mm2": 0.0186,
  "synth_warnings": 8,
  "number_of_unconstrained_endpoints": 316,
  "critPathCapture": "clk_25.clk_reg$_DFFE_PP0P_",
  "ctsResizeCount": 0,
  "synth.cells.most_frequent": "edfxtp_1, mux4_2, xnor2_1",
  "synth_async_reset_ratio_pct": 21.3,
  "period_needed_ns": 0.782,
  "number_of_global_route_vias_before_repair": 3187,
  "dr.first_iter.drc_count": 206,
  "path_buffers": 0,
  "critical_path.top_delay_family": "flip-flops",
  "setup.worst_path.start_class": "flip-flop",
  "post-cts-setup-buffer-count": 0,
  "clkTransAtPathRegs_ns": 0.04,
  "largest_net_degree_at_the_start_of_global_routing": 112,
  "first_pass_grt_wire_length_um": 18800,
  "placement.cell_area_mm2": 0.00758,
  "stdcell_count": 617,
  "post_synth_num_cell_types": 37,
  "tritoncts": "done",
  "die_height_um": 136,
  "tightest_slew_ns": 0.894,
  "final.period_utilization_pct": 78.2,
  "drc_errors": 0,
  "drt_first_pass_iters": 4,
  "routabilityCongestion": 0.775,
  "cp_data_arrival_time_ns": 0.92,
  "critical_path.max_fanout": 2,
  "crit_start": "clk_25.counter[1]$_DFF_PP0_",
  "synth_top_cell_by_count": "edfxtp_1",
  "grt_overflow": 0,
  "enable_flop_cells": 128,
  "flip_flop_count_of_the_largest_register_after_layout": 128,
  "track_usage_pct": 14.8,
  "synth_largest_type_area_fraction_pct": 53.3,
  "worstPathCellList": "nand2b_1 -> xnor2_1",
  "worstReg2RegStart": "clk_25.counter[1]$_DFF_PP0_",
  "rsz0062_at_grt": "no",
  "sequential_share_of_the_synthesized_area_pct": 72.9,
  "post_route_cells_drive_above_1_share_pct": 17.3,
  "largest_registers": "FMEM.FMEM x128, CTR.count x8",
  "numSynthFlops": 188,
  "critPathMaxStageDelay_ns": 0.36,
  "synth.yosys.chip_area_mm2": 0.00721,
  "hold_buffers": 0,
  "insertion_delay_ns": 0.23,
  "netlist_area_mm2": 0.00721,
  "fin_worst_hold_slack_ns": 0.133,
  "vias": 3150,
  "maxSlewHeadroom_pct": 40.4,
  "detail-route-antenna-nets": 0,
  "clock_tree_skew_after_final_layout_ns": 0.00200,
  "clockBufferDepth": 2,
  "cts-buffers-inserted": 3,
  "synth.largest_area_cell": "edfxtp_1",
  "synthesis.instances": 386,
  "final_max_slew_viol_count": 0,
  "drt-vias-per-instance": 5.11,
  "routed_wl_um": 12000,
  "registers.top_by_ff_count": "FMEM.FMEM",
  "ys_cells": 386,
  "htree_levels": 1,
  "fp-utilization_pct": 41.3,
  "power.leakage_uw": 0.00268,
  "worst_hold_path_type": "reg2async",
  "finalSetupViolCount": 0,
  "hold_viol_final": 0,
  "peakVddDrop_mv": 1.16,
  "antenna_cells_inserted": 0,
  "worst_setup_path_end_kind": "flip-flop",
  "required_ns": 1.14,
  "warning_count": 31,
  "cellPowerDensity_mw_per_mm2": 137,
  "fmaxAchievable_mhz": 1280,
  "r2r_setup_slack_ns": 0.22,
  "clockRootBuffer": "clkbuf_16",
  "worst-r2r-cell-count": 2,
  "grt_antenna_before_repair": 0,
  "core_mm2": 0.0175,
  "worstSetupPathDepth": 2,
  "synth.area.top_cells": "edfxtp_1, mux4_2, dfrtp_1, dfxtp_1, dfstp_2"
}
==> cells in the final DEF (no fill, tap or decap), types with 5 or more instances in the layout <==
cell type	synthesis	routed
xor2_1	11	11
nor2_1	6	6
inv_1	11	11
nand3_1	8	8
buf_4	0	7
nor2b_1	6	6
edfxtp_1	128	128
mux2_2	5	5
mux4_2	39	39
and3_1	15	15
dfrtn_1	9	9
nand2_1	15	15
xnor2_1	27	27
dfrtp_1	22	21
dfxtp_1	20	20
dfstp_2	9	9
ha_1	6	6
o21ai_0	7	7
clkdlybuf4s50_1	0	12
==> per-stage QoR <==
step | setup slack (ns) | util (%) | setup TNS (ns)
after floorplan | -0.230 | - | -0.230
after global placement | 0.264 | 43.4 | 0
after detailed placement | 0.251 | 43.4 | 0
after CTS | 0.223 | 43.8 | 0
after global routing | 0.163 | 43.8 | 0
final | 0.218 | 43.8 | 0
==> worst reg2reg max path, cell delays in order, from the launching register on <==
cell and delay, ns:
dfrtp_1 0.36, nand2b_1 0.16, xnor2_1 0.18
==> metal layers <==
layer,share of wire [%],track usage (%),vias up
met4,0.88,1.05,0
met3,9.2,6.38,4
met1,44,24.2,1600
li1,-,-,1455
met5,0,0,-
met2,46,21.2,91
==> power breakdown <==
group,internal [uW],total [uW],switching [uW]
logic,14.7,36.8,22.1
registers,340,342,1.61
clock network,530,672,142
==> layout make-up <==
type	instances	area, um2
fillers	1429	9820
flip-flops and latches	188	5260
multi-input cells	170	1820
well taps	225	282
repair buffers	19	173
clock buffers	4	78.8
inverters	11	41.3
==> how the worst min path moves through the flow <==
stage	startpoint	endpoint	slack (ns)	depth (start not counted)
finish	R0.sync_ff[2]$_DFF_PN1_	clk_30.counter[0]$_DFF_PP0_	0.13	1
CTS	R0.sync_ff[2]$_DFF_PN1_	clk_25.clk_reg$_DFFE_PP0P_	0.14	1
global route	R0.sync_ff[2]$_DFF_PN1_	clk_30.counter[0]$_DFF_PP0_	0.16	1
==> cell families after synthesis <==
family	after synthesis	synth area share, %
other	1	0.0520
flip-flops	188	72.9
adder cells (fa/ha/maj)	6	1.04
buffers and inverters	30	1.91
multiplexers	45	13.1
XOR/XNOR	39	4.93
AND-OR/OR-AND	14	1.34
AND/OR/NAND/NOR	63	4.74
Power and IR drop assume default switching activity.
