[/design/flow/config.mk]
export PLATFORM = sky130hd
export DESIGN_NAME = Top_Task2
export DESIGN_NICKNAME = Top_Task2
export VERILOG_FILES = /design/flow/design.v
export SDC_FILE = /design/flow/constraint.sdc
export NUM_CORES = 4
export LEC_CHECK = 1
export CORE_AREA = 10 10 113 113
export DIE_AREA = 0 0 123 123
[/design/flow/constraint.sdc]
current_design Top_Task2

set clk_period 1.0
set clk_io_pct 0.2

create_clock -name clk0 -period $clk_period [get_ports {clk}]

set non_clock_inputs [all_inputs -no_clocks]
set_input_delay [expr $clk_period * $clk_io_pct] -clock clk0 $non_clock_inputs
set_output_delay [expr $clk_period * $clk_io_pct] -clock clk0 [all_outputs]
[/design/flow/design.v]
`timescale 1ns / 1ps
module Clk_Div25(
    input logic clk_in100, reset,
    output logic clk_out25
    );
    logic [1:0] counter;
    logic clk_reg;
    always_ff @(posedge clk_in100 or posedge reset) begin
        if (reset) begin
            counter <= 0;
            clk_reg <= 0;
        end else begin
            if (counter == 1) begin
                clk_reg <= ~clk_reg;
                counter <= 0;
            end else counter <= counter + 1;
        end
    end
    assign clk_out25 = clk_reg;
endmodule
`timescale 1ns / 1ps
module Clk_Div33(
    input logic clk_in100, reset,
    output logic clk_out33
    );
    logic [1:0] counter;
    always_ff @(posedge clk_in100 or posedge reset) begin
            if (reset)
                counter <= 0;
            else if (counter == 2)
                counter <= 0;
            else
                counter <= counter + 1;
        end
        assign clk_out33 = (counter == 2); 
endmodule
`timescale 1ns / 1ps
module Counter_8B(
    input logic clk, reset,
    input logic enable,
    output logic [7:0] count
    );
    always_ff @(posedge clk or posedge reset) begin
        if (reset) count <= 0;
        else if (enable) count <= count + 1;
    end
endmodule
`timescale 1ns / 1ps
module DESTHandShake_CP(
    input  logic clk,
    input  logic reset,
    input  logic valid_sync,
    output logic ack_out,
    output logic latch_en
    );
    typedef enum logic [1:0] {IDLE, LATCH, WAIT_VALID_LOW} state_t;
    state_t curr_st, next_st;
    always_ff @(posedge clk or posedge reset) begin
        if (reset) curr_st <= IDLE;
        else curr_st <= next_st;
    end
    always_comb begin
        next_st = curr_st;
        case (curr_st)
            IDLE: if (valid_sync) next_st = LATCH;
            LATCH: next_st = WAIT_VALID_LOW;
            WAIT_VALID_LOW: if (!valid_sync) next_st = IDLE;
        endcase
    end
    always_comb begin
        ack_out = 0;
        latch_en = 0;
        case (curr_st)
            LATCH: begin
                   ack_out = 1;
                   latch_en = 1;
                   end
            WAIT_VALID_LOW: begin
                            ack_out = 1;
                            latch_en = 1;
                            end
        endcase
    end
endmodule
`timescale 1ns / 1ps
module DESTHandShake_DP(
    input  logic clk,
    input  logic reset,
    input  logic [7:0] data_in,
    input  logic latch_en,
    output logic [7:0] data_latched
);
    always_ff @(posedge clk or posedge reset) begin
        if (reset)
            data_latched <= 8'd0;
        else if (latch_en)
            data_latched <= data_in;
    end
endmodule
`timescale 1ns / 1ps
module DFF_Sync(
    input logic clk30,
    input logic pulse_in,
    output logic pulse_sync    
    );
    logic ff1, ff2;
    always_ff @(posedge clk30) begin
        ff1 <= pulse_in;
        ff2 <= ff1;
    end
    assign pulse_sync = ff2;
endmodule
`timescale 1ns / 1ps
module Reset_Sync(
    input logic clk, reseta_n,
    output logic resets_p
    );
    logic [2:0] sync_ff;
    always_ff @(posedge clk or negedge reseta_n) begin
        if (!reseta_n) sync_ff <= 7;
        else sync_ff <= {sync_ff[1:0], 1'b0};
    end
    assign resets_p = sync_ff[2];
endmodule
`timescale 1ns / 1ps
module SRCHandShake_CP(
    input  logic clk,
    input  logic reset,
    input  logic ack_sync,
    output logic valid_data,
    output logic load_data,
    output logic count_enable
    );
    typedef enum logic [1:0] {IDLE, SEND, WAIT_ACK} state_t;
    state_t curr_st, next_st;
    always_ff @(posedge clk or posedge reset) begin
        if (reset) curr_st <= IDLE;
        else curr_st <= next_st;
    end
    always_comb begin
        next_st = curr_st;
        case (curr_st)
            IDLE: next_st = SEND;
            SEND: next_st = WAIT_ACK;
            WAIT_ACK: if (ack_sync) next_st = IDLE;
        endcase
    end
    always_comb begin
        valid_data = 0;
        load_data = 0;
        count_enable = 0;
        case (curr_st)
            IDLE: begin
                  valid_data = 1;
                  load_data = 1;
                  count_enable = 0;
                  end
            SEND: valid_data = 1;
            WAIT_ACK: begin
                      valid_data = 1;
                      if (ack_sync) count_enable = 1;
                      end
        endcase
    end
endmodule
`timescale 1ns / 1ps
module SRCHandShake_DP(
    input  logic clk,
    input  logic reset,
    input  logic [7:0] count_in,
    input  logic load_data,
    output logic [7:0] data_out
    );
    always_ff @(posedge clk or posedge reset) begin
        if (reset)
            data_out <= 8'd0;
        else if (load_data)
            data_out <= count_in;
    end
endmodule
`timescale 1ns / 1ps
module Top_Task2(
    input  logic clk,
    input  logic reseta_n,
    output logic [7:0] data_sent,
    output logic [7:0] data_received
    );
    logic clk25, clk30;
    logic reset_sync_25, reset_sync_30;
    logic rst25_sync, rst30_sync;
    logic [7:0] count, data_out, data_latched;
    logic valid_data, ack_out, valid_sync, ack_sync;
    logic load_data, count_enable;
    logic latch_en;
    Reset_Sync R0 (
        .clk(clk),             
        .reseta_n(reseta_n),
        .resets_p(reset_sync_25)
    );
    Reset_Sync R1 (
        .clk(clk),
        .reseta_n(reseta_n),
        .resets_p(reset_sync_30)
    );
    Clk_Div25 clk_25 (
        .clk_in100(clk),
        .reset(reset_sync_25),   
        .clk_out25(clk25)
    );
    Clk_Div33 clk_30 (
        .clk_in100(clk),
        .reset(reset_sync_30),
        .clk_out33(clk30)
    );
    Reset_Sync rst25 (
        .clk(clk25),
        .reseta_n(reseta_n),
        .resets_p(rst25_sync)
    );
    Reset_Sync rst30 (
        .clk(clk30),
        .reseta_n(reseta_n),
        .resets_p(rst30_sync)
    );
    Counter_8B Ctr (
        .clk(clk25),
        .reset(rst25_sync),
        .enable(count_enable),
        .count(count)
    );
   SRCHandShake_CP SHS_C (
        .clk(clk25),
        .reset(rst25_sync),
        .ack_sync(ack_sync),
        .valid_data(valid_data),
        .load_data(load_data),
        .count_enable(count_enable)
    );
    SRCHandShake_DP SHS_D (
        .clk(clk25),
        .reset(rst25_sync),
        .count_in(count),
        .load_data(load_data),
        .data_out(data_out)
    );
    DFF_Sync DFF1(
        .clk30(clk30),
        .pulse_in(valid_data),
        .pulse_sync(valid_sync)    
    );
   DESTHandShake_CP DHS_C (
        .clk(clk30),
        .reset(rst30_sync),
        .valid_sync(valid_sync),
        .ack_out(ack_out),
        .latch_en(latch_en)
    );
    DESTHandShake_DP DHS_D (
        .clk(clk30),
        .reset(rst30_sync),
        .data_in(data_out),
        .latch_en(latch_en),
        .data_latched(data_latched)
    );
    DFF_Sync DFF2(
        .clk30(clk25),
        .pulse_in(ack_out),
        .pulse_sync(ack_sync)    
    );
    assign data_sent     = data_out;
    assign data_received = data_latched;
endmodule
[/design/flow/run.sh]
#!/bin/bash
# OpenROAD 26Q1-2900-gdf79404cd8, Yosys 0.63+post, stock flow scripts
make -C /OpenROAD-flow-scripts/flow DESIGN_CONFIG=/design/flow/config.mk WORK_HOME=/design/flow/orfs finish
==> run_results.csv <==
group,metric,value,unit
cts,post_cts_buffers,0,
grt,track_usage,3.24,%
cts,cts_resized,0,
cts,clock_path_buffers,2,
timing,setup_viol,0,
critical_path,r2r-end,"clk_25.clk_reg",
synthesis,synthDistinctLibCells,25,
cells_and_area,seqCellArea,1190,sq um
synthesis,topCellsByArea,"dfrtp_1 35%, dfstp_2 18%, dfrtn_1 15%, mux2_2 11%, dfxtp_1 4.8%",
power_and_ir_drop,power_density,367,nW/um^2
floorplan,rows,37,
critical_path,rrSetupSlack,270,ps
placement,dp_slack,267,ps
critical_path,criticalPathCategory,"reg -> reg",
cells_and_area,drive_above_1_share,26.7,%
cts,cts.root.buffer_cell,"clkbuf_8",
critical_path,rr_worst_depth,2,
synthesis,syn_inst,108,
timing,untimed_endpoints,54,
synthesis,postSynthSeqShare,72.3,%
synthesis,top_area_cell,"dfrtp_1",
synthesis,yosysTopAreaCellShare,34.8,%
synthesis,netlist_area,1650,sq um
timing,final_hold_viol_count,0,
synthesis,synth_warnings,9,
floorplan,die_y,123,um
power_and_ir_drop,ir_worst_vdd,293,uV
cells_and_area,area_growth,23.9,%
detailed_routing,final_antenna_net_count,0,
cts,cts_tree,"built",
cts,cts_buffers,3,
synthesis,yosys_cells,108,
cts,postCtsHoldBufs,0,
synthesis,ys_ff,48,
detailed_routing,antennaDiodeCount,0,
grt,antenna_found_initial,0,
critical_path,cp.required,1110,ps
cells_and_area,top_regs,"Ctr.count (8), DHS_D.data_latched (8), SHS_D.data_out (8)",
detailed_routing,drc,0,
timing,skew,6.16,ps
synthesis,ys_area,1650,sq um
floorplan,io_pins,18,
grt,grt_first_pass_wirelength,4.11,mm
detailed_routing,wl_per_cell,9.12,um
placement,hpwl,1.89,mm
status,status,"complete, no violations",
timing,final_max_slew_viol_count,0,
cts,insertion_delay,230,ps
cells_and_area,lay_top_cells,"23 x dfrtp_1, 17 x clkdlybuf4s50_1, 16 x mux2_2, 11 x dfstp_2, 10 x dfrtn_1",
detailed_routing,routed_wl,2.43,mm
cts,clk_pin_slew,40,ps
grt,overflow,0,
critical_path,r2r_start,"clk_25.counter[1]",
timing,fin_crit_sh,73.4,%
detailed_routing,num_vias,812,
timing,slew_headroom,51.6,%
critical_path,crit_fanout,2,
critical_path,startpoint_type,"flip-flop",
floorplan,die_w,123,um
hold_path,min_path_type,"reg -> async",
timing,fin_setup_tns,0,ps
timing,fmax,1360,MHz
floorplan,fp_util,16.0,%
job,tool_warnings,25,
grt,grt_max_degree,25,
grt,grt_pass1_vias,867,
placement,numPortBuffers,17,
detailed_routing,dr.pass1.iters,2,
cells_and_area,logic_area,425,sq um
timing,finalCriticalPeriod,734,ps
timing,setup_slack,266,ps
floorplan,chip_area,15100,sq um
detailed_routing,vias_per_cell,3.04,
timing,unclocked_pins,40,
synthesis,synth_area_per_cell,15.3,sq um
floorplan,core,10300,sq um
critical_path,worstPathArrival,840,ps
cts,htreeDepth,1,
job,drv_cap,0,
timing,rsz0062_at_grt,"no",
placement,gp_congestion,0.775,
cells_and_area,final_common_cell,"dfrtp_1",
critical_path,worstSetupEndpointType,"flip-flop",
detailed_routing,drt_iter0_markers,28,
cells_and_area,fillers,1087,
timing,tightest_slew,725,ps
power_and_ir_drop,power.leakage,0.959,nW
metal layers:
metal | vias up | track usage, % | share of wire (%)
li1 | 395 | - | -
met1 | 405 | 4.22 | 44
met2 | 10 | 5.89 | 50
met3 | 2 | 0.278 | 4.2
met4 | 0 | 0.437 | 1.1
met5 | - | 0 | 0
worst max path at each step:
stage	endpoint	depth (start not counted)	from	slack, ps
CTS	clk_25.clk_reg	2	clk_25.counter[1]	260
global route	clk_25.clk_reg	2	clk_25.counter[1]	230
finish	clk_25.clk_reg	2	clk_25.counter[1]	270
metrics by stage:
stage | instances | hold slack [ps] | util, % | total power [mW] | instance area (sq um)
after floorplan | 110 | 52.2 | - | 0.348 | 1660
after global placement | 263 | 143 | 19.4 | 0.363 | 2000
after detailed placement | 263 | 148 | 19.4 | 0.364 | 2000
after CTS | 267 | 147 | 19.8 | 0.764 | 2050
after global routing | 267 | 165 | 19.8 | 0.781 | 2050
final | 267 | 135 | 19.8 | 0.750 | 2050
power breakdown:
part,total [mW],internal [mW],switching [mW]
Combinational,0.0179,0.00630,0.0116
Clock,0.392,0.275,0.117
Sequential,0.341,0.339,0.00172
area by class of cell:
class	count	share of cell area, %
inverter	7	1.28
clock buffer	4	2.20
tap	136	8.31
sequential	48	58.4
timing repair buffer	19	9.05
multi-input combinational	53	20.8
cell families (layout without fill, tap and decap cells):
| kind of cell | after synthesis | after routing | synth area share [%] |
|---|---|---|---|
| xor gates and xnor gates | 8 | 8 | 4.24 |
| muxes | 17 | 17 | 11.8 |
| and+or+nand+nor | 22 | 22 | 7.35 |
| other | 1 | 3 | 0.227 |
| DFF | 48 | 48 | 72.3 |
| AOI/OAI and AO/OA | 2 | 2 | 0.909 |
| adders and majority gates | 1 | 1 | 0.757 |
| buffers and inverters | 9 | 30 | 2.35 |
cell usage after synthesis (all sizes together):
cell type and number:
xnor2 4, nand3 1, nor2 5, a21o 2, ha 1, nand4 3
dfrtp 23, buf 2, and2 2, dfstp 11, dfrtn 10, nor2b 3
and3 1, inv 7, nand2 3, dfxtp 4, or3 1, xor2 4
nand2b 1, nor3 2, conb 1, mux2 17
critical path: stages, from the launching register on:
cell,delay (ps)
dfrtp_1,360
nand2b_1,150
xnor2_1,120
Power figures rest on the tool's default switching activity, not on a simulated workload.
