==> ./design.v <==
`timescale 1ns / 1ps
module Clk_Div25(
    input logic clk_in100, reset,
    output logic clk_out25
    );
    logic [1:0] counter;
    logic clk_reg;
    always_ff @(posedge clk_in100 or posedge reset) begin
        if (reset) begin
            counter <= 0;
            clk_reg <= 0;
        end else begin
            if (counter == 1) begin
                clk_reg <= ~clk_reg;
                counter <= 0;
            end else counter <= counter + 1;
        end
    end
    assign clk_out25 = clk_reg;
endmodule
`timescale 1ns / 1ps
module Clk_Div33(
    input logic clk_in100, reset,
    output logic clk_out33
    );
    logic [1:0] counter;
    always_ff @(posedge clk_in100 or posedge reset) begin
            if (reset)
                counter <= 0;
            else if (counter == 2)
                counter <= 0;
            else
                counter <= counter + 1;
        end
        assign clk_out33 = (counter == 2); 
endmodule
`timescale 1ns / 1ps
module DFF_Sync(
    input logic clk30,
    input logic pulse_in,
    output logic pulse_sync    
    );
    logic ff1, ff2;
    always_ff @(posedge clk30) begin
        ff1 <= pulse_in;
        ff2 <= ff1;
    end
    assign pulse_sync = ff2;
endmodule
`timescale 1ns / 1ps
module Pulse_Cnt(
    input logic clk30,
    input logic resets_p, pulse_sync,
    output logic [7:0] pulse_count
    );
    logic pulse_sync_d;
    always_ff @(posedge clk30) begin
        if (resets_p) begin
            pulse_sync_d <= 0;
            pulse_count <= 0;
        end else begin
            pulse_sync_d <= pulse_sync;
            if (pulse_sync && !pulse_sync_d) pulse_count <= pulse_count + 1;
        end
    end
endmodule
`timescale 1ns / 1ps
module Pulse_Gen25(
    input logic clk25, reset,
    output logic out_pulse
    );
    logic [3:0] count;
    always_ff @(posedge clk25) begin
        if (reset) begin
            count <= 0;
            out_pulse <= 0;
        end else begin
            if (count == 9) begin
                out_pulse <= 1;
                count <= 0;
            end else begin
                out_pulse <= 0;
                count <= count + 1;
            end
        end
    end
endmodule
`timescale 1ns / 1ps
module Reset_Sync(
    input logic clk, reseta_n,
    output logic resets_p
    );
    logic [2:0] sync_ff;
    always_ff @(posedge clk or negedge reseta_n) begin
        if (!reseta_n) sync_ff <= 7;
        else sync_ff <= {sync_ff[1:0], 1'b0};
    end
    assign resets_p = sync_ff[2];
endmodule
`timescale 1ns / 1ps
module Top_Task1(
    input  logic clk, 
    input  logic reseta_n, 
    output logic [7:0] pulse_count,
    output logic pulse_out_25,
    output logic pulse_sync_30
);
    logic clk25, clk30;
    logic reset_sync_25, reset_sync_30;
    logic rst25_sync, rst30_sync;
    Reset_Sync R0 (
        .clk(clk),
        .reseta_n(reseta_n),
        .resets_p(reset_sync_25)
    );
    Reset_Sync R1 (
        .clk(clk),
        .reseta_n(reseta_n),
        .resets_p(reset_sync_30)
    );
    Clk_Div25 clk_25 (
        .clk_in100(clk),
        .reset(reset_sync_25), 
        .clk_out25(clk25)
    );
    Clk_Div33 clk_30 (
        .clk_in100(clk),
        .reset(reset_sync_30),
        .clk_out33(clk30)
    );
    Reset_Sync rst25 (
        .clk(clk25),
        .reseta_n(reseta_n),
        .resets_p(rst25_sync)
    );
    Reset_Sync rst30 (
        .clk(clk30),
        .reseta_n(reseta_n),
        .resets_p(rst30_sync)
    );
    Pulse_Gen25 PGen (
        .clk25(clk25),
        .reset(rst25_sync),
        .out_pulse(pulse_out_25)
    );
    DFF_Sync DFF (
        .clk30(clk30),
        .pulse_in(pulse_out_25),
        .pulse_sync(pulse_sync_30)
    );
    Pulse_Cnt PCnt (
        .clk30(clk30),
        .resets_p(rst30_sync),
        .pulse_sync(pulse_sync_30),
        .pulse_count(pulse_count)
    );
endmodule
==> ./run.sh <==
#!/bin/bash
# OpenROAD 26Q1-2900-gdf79404cd8, Yosys 0.63+post, stock flow scripts
make -C /OpenROAD-flow-scripts/flow DESIGN_CONFIG=/design/flow/config.mk WORK_HOME=/design/flow/orfs finish
==> ./config.mk <==
export PLATFORM = sky130hd
export DESIGN_NAME = Top_Task1
export DESIGN_NICKNAME = Top_Task1
export VERILOG_FILES = /design/flow/design.v
export SDC_FILE = /design/flow/constraint.sdc
export NUM_CORES = 4
export LEC_CHECK = 1
export CORE_AREA = 10 10 112 112
export DIE_AREA = 0 0 122 122
==> ./constraint.sdc <==
current_design Top_Task1

set clk_period 1.0
set clk_io_pct 0.2

create_clock -name clk0 -period $clk_period [get_ports {clk}]

set non_clock_inputs [all_inputs -no_clocks]
set_input_delay [expr $clk_period * $clk_io_pct] -clock clk0 $non_clock_inputs
set_output_delay [expr $clk_period * $clk_io_pct] -clock clk0 [all_outputs]
==> flow_metrics.tcl <==
# metrics dict for downstream scripts
set metrics [dict create \
    outcome "finished clean" \
    antenna_left 0 \
    netlist_top_cells_area "sky130_fd_sc_hd__dfxtp_1 (30%), sky130_fd_sc_hd__dfstp_2 (22%), sky130_fd_sc_hd__dfrtp_1 (12%), sky130_fd_sc_hd__ha_1 (3.5%), sky130_fd_sc_hd__nor2b_1 (3.0%)" \
    postSynth.topFlopCell "sky130_fd_sc_hd__dfxtp_1" \
    hold_class "flop to async pin" \
    numCtsBuffers 3 \
    max_freq_ghz 1.35 \
    die_y_um 122 \
    syn-instance-count 88 \
    largest_registers "PCnt.pulse_count (8), PGen.count (4)" \
    route.final.wire_length_mm 1.50 \
    tritoncts_clock_tree "yes" \
    clock_pin_slew_on_the_worst_setup_and_hold_paths_ns 0.04 \
    htreeDepth 1 \
    global_route.usage.total_pct 2.09 \
    async_reset_ff_share_pct 46.7 \
    max-vdd-ir-drop_uv 643 \
    worstPathRequired_ns 1.10 \
    worst_path_max_delay_cell "sky130_fd_sc_hd__dfrtp_1" \
    finalHoldViolCount 0 \
    top_cell_area_share_pct 30.2 \
    post_drt_wl_per_cell_um 6.21 \
    grt_pass1_wl_mm 2.73 \
    seqPwrFrac_pct 45.6 \
    critical_path.top_delay_family "flip-flops" \
    path_class "flop to flop" \
    number_of_cells_in_the_design_after_placement 237 \
    vias 623 \
    grt_pass1_vias 617 \
    critPathMaxStageDelay_ns 0.36 \
    floorplan.core_util_pct 10.4 \
    gp_routability_congestion 0.703 \
    clk_latency_worst_skew_pair_ns 0.22 \
    worstSetupEndpointType "flop" \
    fin_crit_ns 0.743 \
    synth-edff-count 0 \
    clock_root_buffer "sky130_fd_sc_hd__clkbuf_8" \
    timing.setup.tns_ns 0 \
    combinational_share_of_power_pct 2.4 \
    post-cts-setup-buffers 0 \
    timing.final.crit_share_pct 74.3 \
    yosys_area_mm2 0.00106 \
    final-setup-viol-count 0 \
    power.net_switching_w 0.000127 \
    synthesis.area_per_instance_um2 12.0 \
    route.detailed.drc 0 \
    final.setup_skew_ns 0.00226 \
    design.portCount 12 \
    largest_register_ff_count 8 \
    area_added_between_synthesis_and_finish_pct 31.8 \
    crit_chain "nand2b_1 -> xnor2_1" \
    drive_above_1_share_pct 16.2 \
    critical_path_buf_inv_count 0 \
    die_w_um 122 \
    leakagePower_nw 0.520 \
    p_sw_share_pct 17.0 \
    ys_cells 88 \
    layout.cells.non_filler 241 \
    cap_violations 0 \
    report.final.slew_viol_count 0 \
    openroad.warnings 26 \
    ys_seq_share_pct 64.3 \
    unconstrained_endpoints 30 \
    globalRouteOverflowTotal 0 \
    grt_max_degree 15 \
    core_footprint_mm2 0.0102 \
    detailedRoute.firstIterationViolations 62 \
    synthesis.yosys.warnings 6 \
    top_cells_by_count "sky130_fd_sc_hd__dfxtp_1 (16), sky130_fd_sc_hd__dfstp_2 (9), sky130_fd_sc_hd__a21oi_1 (6), sky130_fd_sc_hd__nor2_1 (6)" \
    cp.arrival_ns 0.84 \
    tightest_slew_ns 0.801 \
    post_cts_resize_count 0 \
    synthDistinctLibCells 29 \
    crit_fanout 2 \
    most_flops_register "PCnt.pulse_count" \
    yosys.area.top_type "sky130_fd_sc_hd__dfxtp_1" \
    drt_pass1_iterations 2 \
    cts.hold.buffers_added 0 \
    cts_max_path_buffers 2 \
    internal_power_w 0.000620 \
    p_clk_share_pct 52.0 \
    number_of_register_pins_that_no_clock_reaches 22 \
    slew_headroom_pct 46.5 \
    number_of_cell_rows 37 \
    finalWorstSetupSlack_ns 0.257 \
    vias_per_instance 2.59 \
    die_area_mm2 0.0149 \
    grt_antenna_before_repair 0 \
    dp_slack_ns 0.250 \
    synth_top_cell_by_count "sky130_fd_sc_hd__dfxtp_1" \
    detailed_place_hpwl_mm 1.22 \
    num-fill-cells 1139 \
    insertedDiodeCount 0 \
    worstSetupStartpointType "flop" \
    grt_setup_unrepaired "no" \
    powerDensity_mw_per_mm2 535 \
    synth-seq-cells 30 \
    netlist_area_mm2 0.00106 \
    numPortBuffers 11 \
]
## final timing paths
kind | end | startpoint | cells after the start | slack [ns]
max | clk_25.clk_reg | clk_25.counter[1] | 2 | 0.26
min | clk_25.counter[1] | R0.sync_ff[2] | 1 | 0.13
max reg2reg | clk_25.clk_reg | clk_25.counter[1] | 2 | 0.26
min reg2reg | clk_25.counter[1] | R0.sync_ff[2] | 1 | 0.13
max in group asynchronous | R1.sync_ff[1] | reseta_n | 1 | 0.60
min in group clk0 | R0.sync_ff[2] | R1.sync_ff[1] | 0 | 0.35
## cells in the final DEF, fill, tap and decap left out
cell type,n
sky130_fd_sc_hd__nand4_1,2
sky130_fd_sc_hd__a21oi_1,6
sky130_fd_sc_hd__clkbuf_8,3
sky130_fd_sc_hd__inv_1,4
sky130_fd_sc_hd__or4_1,3
sky130_fd_sc_hd__ha_1,3
sky130_fd_sc_hd__clkbuf_1,1
sky130_fd_sc_hd__and2b_1,1
sky130_fd_sc_hd__xnor2_1,2
sky130_fd_sc_hd__nand3b_4,1
sky130_fd_sc_hd__dfstp_2,9
sky130_fd_sc_hd__nor3_1,3
sky130_fd_sc_hd__mux2i_1,1
sky130_fd_sc_hd__o21ai_0,2
sky130_fd_sc_hd__conb_1,3
sky130_fd_sc_hd__mux2_2,1
sky130_fd_sc_hd__dfxtp_1,16
sky130_fd_sc_hd__nand3_1,1
sky130_fd_sc_hd__nor2b_1,5
sky130_fd_sc_hd__or3b_2,1
sky130_fd_sc_hd__a21boi_0,1
sky130_fd_sc_hd__o31ai_1,3
sky130_fd_sc_hd__nor2_1,6
sky130_fd_sc_hd__clkdlybuf4s50_1,11
sky130_fd_sc_hd__nand2_1,3
sky130_fd_sc_hd__or3_2,1
sky130_fd_sc_hd__xor2_1,1
sky130_fd_sc_hd__dfrtp_1,5
sky130_fd_sc_hd__and3b_1,1
sky130_fd_sc_hd__buf_4,1
sky130_fd_sc_hd__nand2b_1,2
sky130_fd_sc_hd__nand3b_1,2
## worst reg2reg max path: stages (launching register included)
cell and delay [ns]:
sky130_fd_sc_hd__dfrtp_1 0.36, sky130_fd_sc_hd__nand2b_1 0.15, sky130_fd_sc_hd__xnor2_1 0.12
## through the flow
stage	total power, W	area [um^2]	hold WS (ns)	utilization [%]
2_1_floorplan	0.000348	1070	0.0522	-
3_3_place_gp	0.000363	1350	0.140	13.2
3_5_place_dp	0.000363	1350	0.143	13.2
4_1_cts	0.000762	1400	0.142	13.6
5_1_grt	0.000789	1400	0.156	13.6
6_report	0.000747	1400	0.134	13.6
## area by class of cell
cell class                      instances  area, um^2  area share (%)
Clock buffer                            4        45.0            3.23
Sequential cell                        30         682            48.8
Timing Repair Buffer                   12         118            8.42
Multi-Input combinational cell         55         367            26.3
Tap cell                              136         170            12.2
Inverter                                4        15.0            1.08
## power groups by stage
stage	registers, W	clock network (W)	logic, W
CTS	0.000340	0.000403	0.0000191
global route	0.000341	0.000427	0.0000213
finish	0.000341	0.000389	0.0000179
## logic make-up (layout without fill, tap and decap cells)
group | count (synthesis) | after routing | synth area share [%]
XOR/XNOR | 3 | 3 | 2.48
buffers and inverters | 5 | 20 | 1.77
AND-OR/OR-AND | 12 | 12 | 6.61
flip-flops | 30 | 30 | 64.3
multiplexers | 2 | 2 | 2.01
AND/OR/NAND/NOR | 32 | 32 | 18.9
other | 1 | 3 | 0.354
adder cells (fa/ha/maj) | 3 | 3 | 3.54
## per-layer routing
layer | up-vias | global-route usage [%] | routed length (um)
li1 | 332 | - | -
met1 | 278 | 3.22 | 801
met2 | 13 | 2.89 | 565
met3 | 0 | 0.657 | 129
met4 | 0 | 0.149 | 0
met5 | - | 0 | 0
Power is estimated from default activity; no workload was simulated.
